==> design/flow/design.v <==
module UART_synth(i_clk, i_Tx_DV, i_Tx_b, i_enable, i_select, o_Tx_active, o_Tx_serial, o_data_sent, o_ready, o_data_recieved);
  wire [2:0] _000_;
  wire _001_;
  wire _002_;
  wire _003_;
  wire _004_;
  wire _005_;
  wire [7:0] _006_;
  wire [2:0] _007_;
  wire _008_;
  wire _009_;
  wire _010_;
  wire _011_;
  wire _012_;
  wire _013_;
  wire _014_;
  wire _015_;
  wire _016_;
  wire _017_;
  wire _018_;
  wire _019_;
  wire _020_;
  wire _021_;
  wire _022_;
  wire _023_;
  wire _024_;
  wire _025_;
  wire _026_;
  wire _027_;
  wire _028_;
  wire _029_;
  wire _030_;
  wire _031_;
  wire _032_;
  wire _033_;
  wire _034_;
  wire _035_;
  wire _036_;
  wire _037_;
  wire _038_;
  wire _039_;
  wire _040_;
  wire _041_;
  wire _042_;
  wire _043_;
  wire _044_;
  wire _045_;
  wire _046_;
  wire _047_;
  wire _048_;
  wire _049_;
  wire _050_;
  wire _051_;
  wire _052_;
  wire _053_;
  wire _054_;
  wire _055_;
  wire _056_;
  wire _057_;
  wire _058_;
  wire _059_;
  wire _060_;
  wire _061_;
  wire _062_;
  wire _063_;
  wire _064_;
  wire _065_;
  wire _066_;
  wire _067_;
  wire _068_;
  wire _069_;
  wire _070_;
  wire _071_;
  wire _072_;
  wire _073_;
  wire _074_;
  wire _075_;
  wire _076_;
  wire _077_;
  wire _078_;
  wire _079_;
  wire _080_;
  wire _081_;
  wire _082_;
  wire _083_;
  wire _084_;
  wire _085_;
  wire _086_;
  wire _087_;
  wire _088_;
  wire _089_;
  wire _090_;
  wire _091_;
  wire _092_;
  wire _093_;
  wire _094_;
  reg [2:0] curr_state = 3'h0;
  input i_Tx_DV;
  input [7:0] i_Tx_b;
  input i_clk;
  input i_enable;
  input i_select;
  output o_Tx_active;
  reg o_Tx_active;
  output o_Tx_serial;
  reg o_Tx_serial;
  output o_data_recieved;
  reg o_data_recieved;
  output o_data_sent;
  reg o_data_sent;
  output o_ready;
  reg o_ready;
  reg [7:0] r_Tx_data = 8'h00;
  reg [2:0] r_bit_index = 3'h0;
  wire [7:0] r_clock_count;
  assign _048_ = ~i_Tx_DV;
  assign _049_ = ~curr_state[1];
  assign _050_ = ~curr_state[0];
  assign _051_ = ~curr_state[2];
  assign _052_ = ~r_bit_index[2];
  assign _053_ = ~r_bit_index[1];
  assign _054_ = ~r_bit_index[0];
  assign _055_ = _049_ & _050_;
  assign _056_ = curr_state[1] | curr_state[0];
  assign _057_ = i_Tx_DV & _051_;
  assign _058_ = _048_ | _056_;
  assign _059_ = _055_ & _057_;
  assign _060_ = curr_state[2] | _058_;
  assign _061_ = o_ready | _055_;
  assign _005_ = _060_ & _061_;
  assign _062_ = curr_state[1] & _051_;
  assign _000_[2] = curr_state[0] & _062_;
  assign _063_ = ~_000_[2];
  assign _064_ = o_data_sent & _056_;
  assign _004_ = _000_[2] | _064_;
  assign _065_ = _050_ & _062_;
  assign _066_ = ~_065_;
  assign _067_ = r_Tx_data[0] | r_bit_index[2];
  assign _068_ = r_Tx_data[4] | _052_;
  assign _069_ = _067_ & _068_;
  assign _070_ = r_bit_index[1] | _069_;
  assign _071_ = i_select & i_enable;
  assign _072_ = ~_071_;
  assign _073_ = _054_ & _071_;
  assign _074_ = _052_ & r_bit_index[1];
  assign _075_ = _052_ | r_Tx_data[6];
  assign _076_ = r_bit_index[2] | r_Tx_data[2];
  assign _077_ = _075_ & _076_;
  assign _078_ = _053_ | _077_;
  assign _079_ = _073_ & _078_;
  assign _080_ = _070_ & _079_;
  assign _081_ = r_bit_index[2] | r_Tx_data[1];
  assign _082_ = _052_ | r_Tx_data[5];
  assign _083_ = _081_ & _082_;
  assign _084_ = r_bit_index[0] & _071_;
  assign _085_ = r_bit_index[2] | r_Tx_data[3];
  assign _086_ = _052_ | r_Tx_data[7];
  assign _087_ = r_bit_index[1] & _086_;
  assign _088_ = _085_ & _087_;
  assign _089_ = _053_ & _083_;
  assign _090_ = _088_ | _089_;
  assign _091_ = _084_ & _090_;
  assign _092_ = _080_ | _091_;
  assign _093_ = _065_ & _092_;
  assign _094_ = _051_ & _071_;
  assign _008_ = curr_state[2] | _072_;
  assign _009_ = o_Tx_serial & _008_;
  assign _010_ = _055_ | _000_[2];
  assign _011_ = _009_ | _010_;
  assign _012_ = _049_ & curr_state[0];
  assign _002_ = _093_ | _011_;
  assign _013_ = o_Tx_active | _059_;
  assign _001_ = _063_ & _013_;
  assign _014_ = i_Tx_b[0] & _059_;
  assign _015_ = r_Tx_data[0] & _060_;
  assign _006_[0] = _014_ | _015_;
  assign _016_ = i_Tx_b[1] & _059_;
  assign _017_ = r_Tx_data[1] & _060_;
  assign _006_[1] = _016_ | _017_;
  assign _018_ = i_Tx_b[2] & _059_;
  assign _019_ = r_Tx_data[2] & _060_;
  assign _006_[2] = _018_ | _019_;
  assign _020_ = i_Tx_b[3] & _059_;
  assign _021_ = r_Tx_data[3] & _060_;
  assign _006_[3] = _020_ | _021_;
  assign _022_ = i_Tx_b[4] & _059_;
  assign _023_ = r_Tx_data[4] & _060_;
  assign _006_[4] = _022_ | _023_;
  assign _024_ = i_Tx_b[5] & _059_;
  assign _025_ = r_Tx_data[5] & _060_;
  assign _006_[5] = _024_ | _025_;
  assign _026_ = i_Tx_b[6] & _059_;
  assign _027_ = r_Tx_data[6] & _060_;
  assign _006_[6] = _026_ | _027_;
  assign _028_ = i_Tx_b[7] & _059_;
  assign _029_ = r_Tx_data[7] & _060_;
  assign _006_[7] = _028_ | _029_;
  assign _030_ = _056_ & _066_;
  assign _031_ = r_bit_index[0] & _030_;
  assign _032_ = r_bit_index[0] ^ _071_;
  assign _033_ = _065_ & _032_;
  assign _007_[0] = _031_ | _033_;
  assign _034_ = r_bit_index[1] & _084_;
  assign _035_ = ~_034_;
  assign _036_ = _065_ & _035_;
  assign _037_ = _030_ | _036_;
  assign _038_ = _065_ & _084_;
  assign _039_ = r_bit_index[1] | _038_;
  assign _007_[1] = _037_ & _039_;
  assign _040_ = r_bit_index[2] & _037_;
  assign _041_ = _074_ & _038_;
  assign _007_[2] = _040_ | _041_;
  assign _042_ = r_bit_index[1] & r_bit_index[0];
  assign _043_ = r_bit_index[2] & _042_;
  assign _044_ = _072_ | _043_;
  assign _045_ = _065_ & _044_;
  assign _000_[0] = _059_ | _045_;
  assign _046_ = _094_ & _012_;
  assign _000_[1] = _065_ | _046_;
  assign _047_ = o_data_recieved & _056_;
  assign _003_ = _059_ | _047_;
  always @(posedge i_clk)
      o_Tx_active <= _001_;
  always @(posedge i_clk)
      o_Tx_serial <= _002_;
  always @(posedge i_clk)
      o_data_sent <= _004_;
  always @(posedge i_clk)
      o_ready <= _005_;
  always @(posedge i_clk)
      o_data_recieved <= _003_;
  always @(posedge i_clk)
      curr_state[0] <= _000_[0];
  always @(posedge i_clk)
      curr_state[1] <= _000_[1];
  always @(posedge i_clk)
      curr_state[2] <= _000_[2];
  always @(posedge i_clk)
      r_bit_index[0] <= _007_[0];
  always @(posedge i_clk)
      r_bit_index[1] <= _007_[1];
  always @(posedge i_clk)
      r_bit_index[2] <= _007_[2];
  always @(posedge i_clk)
      r_Tx_data[0] <= _006_[0];
  always @(posedge i_clk)
      r_Tx_data[1] <= _006_[1];
  always @(posedge i_clk)
      r_Tx_data[2] <= _006_[2];
  always @(posedge i_clk)
      r_Tx_data[3] <= _006_[3];
  always @(posedge i_clk)
      r_Tx_data[4] <= _006_[4];
  always @(posedge i_clk)
      r_Tx_data[5] <= _006_[5];
  always @(posedge i_clk)
      r_Tx_data[6] <= _006_[6];
  always @(posedge i_clk)
      r_Tx_data[7] <= _006_[7];
endmodule
==> design/flow/run.sh <==
#!/bin/bash
# OpenROAD 26Q1-2900-gdf79404cd8, Yosys 0.63+post, stock flow scripts
make -C /OpenROAD-flow-scripts/flow DESIGN_CONFIG=/design/flow/config.mk WORK_HOME=/design/flow/orfs finish
==> design/flow/config.mk <==
export PLATFORM = sky130hd
export DESIGN_NAME = UART_synth
export DESIGN_NICKNAME = UART_synth
export VERILOG_FILES = /design/flow/design.v
export SDC_FILE = /design/flow/constraint.sdc
export NUM_CORES = 4
export LEC_CHECK = 1
export CORE_AREA = 10 10 76 76
export DIE_AREA = 0 0 86 86
==> design/flow/constraint.sdc <==
current_design UART_synth

set clk_period 2.6
set clk_io_pct 0.2

create_clock -name clk0 -period $clk_period [get_ports {i_clk}]

set non_clock_inputs [all_inputs -no_clocks]
set_input_delay [expr $clk_period * $clk_io_pct] -clock clk0 $non_clock_inputs
set_output_delay [expr $clk_period * $clk_io_pct] -clock clk0 [all_outputs]
==> impl_metrics.xml <==
<?xml version="1.0" encoding="UTF-8"?>
<metrics>
  <group name="cts">
    <metric name="clock_sinks" unit="">19</metric>
    <metric name="clk_pin_slew" unit="ns">0.07</metric>
    <metric name="cts_hold_repair.buffers" unit="">0</metric>
    <metric name="cts.repair_timing.setup_buffer_count" unit="">0</metric>
    <metric name="ctsHtreeMaxLevel" unit="">1</metric>
    <metric name="ctsLongestPathBuffers" unit="">2</metric>
    <metric name="cts_repair_resize_count" unit="">0</metric>
    <metric name="numCtsBuffers" unit="">3</metric>
    <metric name="clock_tree_from_tritoncts" unit="">yes</metric>
    <metric name="cts.root.buffer_cell" unit="">sky130_fd_sc_hd__clkbuf_8</metric>
    <metric name="worstSkewPairLatency" unit="ns">0.25</metric>
  </group>
  <group name="global_routing">
    <metric name="grt_pass1_vias" unit="">628</metric>
    <metric name="grt_overflow_total" unit="">0</metric>
    <metric name="globalRouteMet3Util" unit="%">1.81</metric>
    <metric name="grt_pass1_wl" unit="µm">2730</metric>
    <metric name="grt_start_max_net_pins" unit="">12</metric>
    <metric name="groute.layer.met2.usage" unit="%">7.17</metric>
    <metric name="grtUsageTotal" unit="%">4.39</metric>
    <metric name="antenna_found_initial" unit="">0</metric>
    <metric name="grt-busiest-layer" unit="">met2</metric>
    <metric name="gr-usage-met1" unit="%">5.43</metric>
  </group>
  <group name="setup_path">
    <metric name="critical_path.cell_chain" unit="">clkdlybuf4s50_1, nand2_1, inv_1, ha_1, and4bb_1, nand2_1, mux2i_1</metric>
    <metric name="critPathArrivalTime" unit="ns">1.79</metric>
    <metric name="rrSetupSlack" unit="ns">1.19</metric>
    <metric name="timing.reg2reg.worst_path_depth" unit="">3</metric>
    <metric name="cp_data_required_time" unit="ns">2.74</metric>
    <metric name="end_kind" unit="">flip-flop</metric>
    <metric name="startpoint_type" unit="">input pin</metric>
    <metric name="crit-reg2reg-capture" unit="">r_Tx_data[7]</metric>
    <metric name="cp_class" unit="">in -&gt; reg</metric>
    <metric name="cpMostUsedCell" unit="">sky130_fd_sc_hd__nand2_1</metric>
    <metric name="startpoint" unit="">i_select</metric>
    <metric name="r2r_start" unit="">curr_state[2]</metric>
    <metric name="critPathCapture" unit="">r_bit_index[2]</metric>
    <metric name="cp_slowest_stage_delay" unit="ns">0.48</metric>
    <metric name="critPathSlowestCell" unit="">sky130_fd_sc_hd__clkdlybuf4s50_1</metric>
    <metric name="critical_path_peak_fanout" unit="">3</metric>
  </group>
  <group name="final_timing">
    <metric name="timing.final.crit_share" unit="%">63.5</metric>
    <metric name="timing.max_slew.rel_slack" unit="%">75.8</metric>
    <metric name="fin_worst_skew" unit="ns">0.00587</metric>
    <metric name="holdWs" unit="ns">0.463</metric>
    <metric name="clock.fmax" unit="MHz">606</metric>
    <metric name="timing.final.hold_violations" unit="">0</metric>
    <metric name="setup_violations" unit="">0</metric>
    <metric name="setup_tns" unit="ns">0</metric>
    <metric name="unrepaired_setup_endpoints_after_global_routing" unit="">false</metric>
    <metric name="max_slew_vio_count" unit="">0</metric>
    <metric name="final_period_minus_worst_setup_slack" unit="ns">1.65</metric>
    <metric name="worst_tran_pin_value" unit="ns">0.362</metric>
  </group>
  <group name="final_layout">
    <metric name="mi_logic_area" unit="µm²">394</metric>
    <metric name="nFillCells" unit="">420</metric>
    <metric name="layout.area.seq" unit="µm²">390</metric>
    <metric name="final_design_area_no_fill" unit="µm²">1070</metric>
    <metric name="final_layout_size_suffix_gt1_share" unit="%">17.9</metric>
    <metric name="area_growth" unit="%">32.2</metric>
    <metric name="fin_cells" unit="">134</metric>
  </group>
  <group name="pwr">
    <metric name="clkPwrFrac" unit="%">19.1</metric>
    <metric name="static-leakage-power" unit="nW">0.422</metric>
    <metric name="max-vdd-ir-drop" unit="V">0.000360</metric>
    <metric name="total_switching_power" unit="µW">289</metric>
    <metric name="power_frac_comb" unit="%">32.8</metric>
    <metric name="internal-power" unit="µW">762</metric>
    <metric name="swShare" unit="%">27.5</metric>
    <metric name="report.power.total" unit="mW">1.05</metric>
    <metric name="pwr_cell_area" unit="nW/µm²">983</metric>
    <metric name="seq_power_share" unit="%">48.2</metric>
  </group>
  <group name="route">
    <metric name="routed_wl" unit="µm">1570</metric>
    <metric name="avgRoutedWirePerCell" unit="µm">11.7</metric>
    <metric name="antenna-diode-count" unit="">0</metric>
    <metric name="detailedRoute.firstIterationViolations" unit="">40</metric>
    <metric name="viasPerCell" unit="">3.92</metric>
    <metric name="antenna_left" unit="">0</metric>
    <metric name="route.detailed.drc" unit="">0</metric>
    <metric name="routed-via-count" unit="">525</metric>
    <metric name="total_iterations_of_the_first_detailed_routing_run" unit="">3</metric>
  </group>
  <group name="yosys">
    <metric name="yosys-stat-cells" unit="">65</metric>
    <metric name="yosys-top-cells-count" unit="">18 x sky130_fd_sc_hd__dfxtp_1, 9 x sky130_fd_sc_hd__nor2_1, 7 x sky130_fd_sc_hd__mux2_4</metric>
    <metric name="top_cell_area_share" unit="%">44.6</metric>
    <metric name="postSynth.topFlopCell" unit="">sky130_fd_sc_hd__dfxtp_1</metric>
    <metric name="asyncSetResetFlopFracSynth" unit="%">0</metric>
    <metric name="synth.ff_latch_count" unit="">19</metric>
    <metric name="synth-edff-count" unit="">1</metric>
    <metric name="syn_inst" unit="">65</metric>
    <metric name="synth_warnings" unit="">1</metric>
    <metric name="syn_area_per_cell" unit="µm²">12.4</metric>
    <metric name="ranking_of_synthesized_cells_by_area" unit="">sky130_fd_sc_hd__dfxtp_1 45%, sky130_fd_sc_hd__mux2_4 13%, sky130_fd_sc_hd__nor2_1 4.2%</metric>
    <metric name="yosysTopAreaCell" unit="">sky130_fd_sc_hd__dfxtp_1</metric>
    <metric name="top_cell" unit="">sky130_fd_sc_hd__dfxtp_1</metric>
    <metric name="postSynthSeqShare" unit="%">48.3</metric>
    <metric name="xor_share" unit="%">1.08</metric>
    <metric name="synth.cellmix.simpleShare" unit="%">14.9</metric>
    <metric name="netlist_area_before_placement" unit="µm²">808</metric>
    <metric name="synthDistinctLibCells" unit="">29</metric>
    <metric name="synth.yosys.chip_area" unit="µm²">808</metric>
    <metric name="yosys-dominant-comb-family" unit="">multiplexers</metric>
    <metric name="mux_area_share" unit="%">21.7</metric>
    <metric name="yosys.area_share.adder" unit="%">3.10</metric>
    <metric name="compound_area_share" unit="%">8.05</metric>
  </group>
  <group name="flow_run">
    <metric name="stage_log_warnings" unit="">26</metric>
    <metric name="cap_viol_max_count" unit="">0</metric>
  </group>
  <group name="die">
    <metric name="chip_area" unit="µm²">7400</metric>
    <metric name="chipWidth" unit="µm">86</metric>
    <metric name="ioPinCount" unit="">17</metric>
    <metric name="initial_utilization" unit="%">19.6</metric>
    <metric name="num_rows" unit="">23</metric>
    <metric name="std_cell_core_area" unit="µm²">4120</metric>
    <metric name="dieHeight" unit="µm">86</metric>
  </group>
  <group name="hold_path">
    <metric name="timing.hold.worst.class" unit="">reg -&gt; reg</metric>
  </group>
  <group name="place">
    <metric name="portBuffers" unit="">16</metric>
    <metric name="place.detailed.instances" unit="">130</metric>
    <metric name="detailedPlacementHpwl" unit="µm">1200</metric>
    <metric name="detailed_place.area" unit="µm²">1020</metric>
    <metric name="gp_congestion" unit="">0.733</metric>
  </group>
  <group name="outcome">
    <metric name="status" unit="">finished, final reports clean</metric>
  </group>
</metrics>
final cells by class:
class                   count  share of cell area (%)
clock inverters             1                   0.468
clock buffers               3                    3.86
repair buffers             17                    15.7
flip-flops and latches     19                    36.5
multi-input cells          42                    36.9
inverters                   2                   0.703
well taps                  50                    5.85
logic make-up after synthesis:
logic type / count (synthesis)
and+or+nand+nor: 19
DFF: 19
muxes: 11
AOI/OAI and AO/OA: 9
buffers and inverters: 4
adders and majority gates: 2
xor gates and xnor gates: 1
how the worst min path moves through the flow:
stage | from | endpoint | slack (ns) | depth (start not counted)
after CTS | r_Tx_data[7] | r_Tx_data[7] | 0.47 | 1
after global routing | r_Tx_data[7] | r_Tx_data[7] | 0.49 | 1
final | r_Tx_data[7] | r_Tx_data[7] | 0.46 | 1
worst max-delay path: cells and delay by family:
kind | cells | cell delay (ns)
adders and majority gates | 1 | 0.17
buffers and inverters | 2 | 0.57
muxes | 1 | 0.12
and+or+nand+nor | 3 | 0.42
routing by layer:
metal / vias up / share of wire [%]
li1: 270 / -
met1: 248 / 44
met2: 7 / 49
met3: 0 / 7.0
met4: 0 / 0
met5: - / 0
power groups by stage:
stage,clock network (mW),registers (mW),logic [mW]
after CTS,0.206,0.508,0.353
after global routing,0.222,0.528,0.380
final,0.200,0.506,0.344
flip-flops by register name (all words and copies together) (netlist names), named ones only:
signal / flops
curr_state: 3
o_Tx_active: 1
o_Tx_serial: 1
o_data_sent: 1
o_ready: 1
r_Tx_data: 8
r_bit_index: 3
cell usage in the layout, fill, tap and decap left out, drive strengths merged, types with 2 or more instances in the layout:
master and count:
dfxtp 18, clkdlybuf4s50 16, nor2 9, mux2 8, nand2 3, clkbuf 3
inv 2, o21ai 2, ha 2, mux4 2
metrics by stage:
step           utilization, %  setup WS [ns]
6_report                 26.0          0.950
5_1_grt                  26.0          0.859
4_1_cts                  26.0          0.941
3_5_place_dp             24.8          0.674
3_3_place_gp             24.8          0.716
2_1_floorplan               -           1.26
No activity file was given, so power comes from the tool's default toggle rates.
